==> design.v <==
`timescale 1ns / 1ps
module shifter # (parameter BITS = 16, parameter OP_BITS = 5)(
    input signed [BITS-1:0] aBus,
    input [BITS-1:0] imm5,
    input [OP_BITS-1:0] shift_op,
    output reg [BITS-1:0] shift_out
    );
    wire [1:0] shift_sel;
    assign shift_sel = shift_op[1:0];
    wire [BITS-1:0] arith_r_shift;
    wire [BITS-1:0] logic_r_shift;
    wire [BITS-1:0] rotate_r;
    reg [BITS-1:0] logic_l_shift;
    wire [BITS-1:0] extend;
    wire [BITS-1:0] x_lshift_imm5;
    wire [BITS-1:0] y_lshift_imm5;
    reg [3:0] l_shift;
    wire [7:0] sign_extend;
    assign sign_extend = 8'b00000000;
    assign extend = {sign_extend, aBus[7:0]};
    wire [(BITS*2)-1:0] rotate_tmp;
    reg [1:0] muxSel;
    assign arith_r_shift = aBus >>> imm5[3:0];
    assign logic_r_shift = aBus >> imm5[3:0];
    assign rotate_tmp = {aBus, aBus} >> imm5[3:0];
    assign rotate_r = rotate_tmp[15:0]; 
    always @ * begin
        case(shift_op[1])
            1'b0: l_shift = 0;
            1'b1: l_shift = 8;
       endcase
    end
    assign x_lshift_imm5 = imm5 << l_shift;
    assign y_lshift_imm5 = extend | x_lshift_imm5;
    always @ * begin
        case(shift_op[1])
            1'b0: logic_l_shift = x_lshift_imm5;
            1'b1: logic_l_shift = y_lshift_imm5;
        endcase
    end
    always @ * begin
        muxSel = {shift_op[2] ,!shift_op[4] & shift_op[1]};
        case(muxSel)
            2'b00: shift_out = arith_r_shift;  
            2'b01: shift_out = logic_r_shift;  
            2'b10: shift_out = logic_l_shift;  
            2'b11: shift_out = rotate_r;  
        endcase
    end
endmodule
==> run.sh <==
#!/bin/bash
# OpenROAD 26Q1-2900-gdf79404cd8, Yosys 0.63+post, stock flow scripts
make -C /OpenROAD-flow-scripts/flow DESIGN_CONFIG=/design/flow/config.mk WORK_HOME=/design/flow/orfs finish
==> config.mk <==
export PLATFORM = sky130hd
export DESIGN_NAME = shifter
export DESIGN_NICKNAME = shifter
export VERILOG_FILES = /design/flow/design.v
export SDC_FILE = /design/flow/constraint.sdc
export NUM_CORES = 4
export LEC_CHECK = 1
export CORE_AREA = 10 10 104 104
export DIE_AREA = 0 0 114 114
==> constraint.sdc <==
current_design shifter

set clk_period 2.4
set clk_io_pct 0.2

create_clock -name clk0 -period $clk_period

set non_clock_inputs [all_inputs -no_clocks]
set_input_delay [expr $clk_period * $clk_io_pct] -clock clk0 $non_clock_inputs
set_output_delay [expr $clk_period * $clk_io_pct] -clock clk0 [all_outputs]
==> deck_impl_summary.md <==
Flow Results at a Glance

Global route
  – Initial antenna violation count: 0
  – All-Layer GR Usage: between 10% and 20%
  – First-pass GRT wire length: about 13,000 um
  – Vias in the first global route: ~2,400
  – Overflow after GRT: 0
  – Largest net degree at the start of global routing: 32

Final layout
  – Final cell count without fillers: 461
  – # clk buffers: 0
  – FF+latch area: 0 um^2
  – Synthesis-to-finish area growth: 111.4%
  – Ratio of cells with drive above 1 in the final layout: between 60 and 70%
  – Layout Cell Area excl Fill: 3331 um^2
  – Count of flip-flops and latches: 0

Setup path
  – CP top delay family: multiplexers
  – Worst path max stage delay: ~510 ps
  – Critical Path Slowest Stage Cell: mux4_2
  – Critical path endpoint category: primary output
  – Critical-path cell list: buf_12 -> buf_6 -> mux2_4 -> mux4_2 -> a31oi_1 -> o21ai_1 -> and3_1 -> buf_2
  – Worst setup SP type: primary input
  – Buffers & Inverters on Critical Path: 3
  – Setup CP Type: primary input to primary output
  – Critical-path maximum fanout: 7
  – Arrival time worst endpoint: 2000 ps
  – Crit path required time: between 1500 and 2000 ps

Floorplan
  – Die width: around 110 um
  – Die Area: roughly 13,000 um^2
  – # IOs: between 50 and 60
  – Core Footprint: around 8700 um^2
  – Die H: around 110 um
  – Initial Utilization: between 10% and 20%
  – Number of core rows: 34

Synthesis
  – Syn Area/Cell: approximately 6.9 um^2
  – XORs/XNORs by Area: 0%
  – Synth cell types: roughly 49
  – Cells in synth_stat.txt: about 230
  – Complex Gates by Area: 34.15%
  – Post-synth mux share: between 30% and 40%
  – Yosys synthesis warning count: 1
  – Adder Share, Synth: 0%
  – Yosys simple share: roughly 23%
  – YS chip area: around 1600 um^2
  – Mapped Cells: between 200 and 250
  – Synth Cell Area: ~1600 um^2
  – Synth logic family: AND-OR/OR-AND gates
  – Register share after synthesis: 0%

Outcome
  – Status: complete, but fails checks
  – Failing checks: setup timing

Flow run
  – Tool warnings: 36
  – Max Cap Viol: 0

Detailed routing
  – Initial DRC count: between 150 and 200
  – DRC Markers: 0
  – DRT Pass-1 Iters: 4
  – Routed WL: between 8000 and 9000 um
  – Mean number of vias per cell: between 5 and 6
  – Vias: ~2,300
  – Antenna diode count: 0
  – Per-cell routed wire length: 17.92 um
  – ANT nets after route: 0

Timing
  – Setup ws final: -83.11 ps
  – Tcrit/Tclk final: 103.5%
  – Fin crit period: about 2500 ps
  – Setup_tns: -267.7 ps
  – Final Setup Violations: 7
  – Fmax: around 400 MHz
  – RSZ-0062 raised after global routing: yes
  – Max-slew violation count: 0
  – Final hold violation count: 0
  – Worst-margin pin slew: approximately 320 ps
  – Slew headroom: slightly below 80%

Power
  – Max VDD drop: 0.0001137 V
  – Clk pwr share: 0%
  – NetSw: approximately 0.00033 W
  – Pwr Density: roughly 220 nW/um^2
  – Net Sw Frac: 45.67%
  – Total power: about 0.00073 W
  – Comb power frac: 100.0%
  – Sequential share of power: 0%
  – P_leak: 1.434 nW
  – Internal power: 0.0003978 W

Place
  – Post-DP HPWL: just over 6000 um
  – Port Buf Inserts: 51
  – Placed Instance Area: ~2600 um^2
  – Placed Cells: between 400 and 500
  – Routability-driven placement congestion ratio: just under 1

Min path
  – Hold Path Class: primary input to primary output

Clock tree
  – CTS Hold Buffers Added: 0
[metrics by stage]
step | hold slack [ps] | worst slack [ps] | util, %
after floorplan | 1080 | 156.3 | -
after global placement | 2100 | -931.5 | 30.25
after detailed placement | 2090 | -930.0 | 30.25
after CTS | 1592 | -170.1 | 36.81
after global routing | 1572 | -129.4 | 38.38
final | 1574 | -83.11 | 38.38
[cell type report]
type                            count  area, um^2
Fill cell                         832        5348
Multi-Input combinational cell    196        1904
Timing Repair Buffer              148        1252
Tap cell                          108       135.1
Inverter                            9       38.79
[power by group through the flow]
stage     clock, W  combinational [W]  sequential [W]
4_1_cts          0           0.000675               0
5_1_grt          0           0.000784               0
6_report         0           0.000732               0
[cell usage after synthesis (all sizes together), types with 2 or more instances]
cell type | instances | share of area, %
buf | 15 | 5.4
a22oi | 5 | 2.4
a21oi | 11 | 3.5
nand3 | 13 | 4.1
nor3 | 4 | 1.3
and2 | 2 | 0.79
nor2b | 7 | 2.8
mux2i | 23 | 15
or2 | 2 | 0.79
mux2 | 15 | 11
mux4 | 5 | 7.1
and3 | 3 | 1.2
o311ai | 3 | 1.7
a31oi | 5 | 2.0
o211ai | 5 | 2.4
o21bai | 2 | 0.95
o21ai | 17 | 5.4
a221o | 4 | 2.5
o22ai | 9 | 3.6
clkbuf | 9 | 2.1
nand2 | 20 | 4.8
inv | 9 | 2.1
nor2 | 15 | 3.6
nand2b | 8 | 3.2
a221oi | 3 | 1.7
[cells by family (layout without fill, tap and decap cells)]
family | after synthesis | in the layout
compound gates | 78 | 78
buf+inv | 33 | 157
mux | 43 | 43
simple gates | 75 | 75
[tightest hold or removal path, delay by kind of cell]
family / cells / cell delay, ps
buffers and inverters: 3 / 370
muxes: 2 / 250
[timing repair]
action                     CTS  global route
pin swaps                   41            31
setup endpoints to repair   16            16
resized                    197            70
setup buffers               32             3
[per-layer routing]
layer | up-vias | part of all wire (%) | global-route usage [%]
met5 | - | 0 | 0
met4 | 0 | 0.13 | 0.5848
met3 | 2 | 6.2 | 1.701
met2 | 81 | 47 | 19.21
met1 | 1128 | 46 | 16.89
li1 | 1129 | - | -
[worst paths after layout]
kind | startpoint | end | slack, ps | cells past startpoint
worst min-delay path | aBus[0] | shift_out[0] | 1570 | 5
worst max-delay path | imm5[2] | shift_out[13] | -80 | 8
[cells in the final DEF (no fill, tap or decap), drive strengths merged, types with 2 or more instances in the layout]
| cell | n |
|---|---|
| a31oi | 5 |
| mux4 | 5 |
| mux2i | 23 |
| a221o | 4 |
| or2 | 2 |
| o211ai | 5 |
| clkbuf | 11 |
| buf | 120 |
| nand2 | 20 |
| o22ai | 9 |
| clkdlybuf4s15 | 3 |
| a21oi | 11 |
| o21bai | 2 |
| nor2 | 15 |
| o311ai | 3 |
| nor3 | 4 |
| clkdlybuf4s50 | 13 |
| and2 | 2 |
| o21ai | 17 |
| inv | 9 |
| mux2 | 15 |
| nand3 | 13 |
| a221oi | 3 |
| nand2b | 8 |
| nor2b | 7 |
| and3 | 3 |
| a22oi | 5 |
No activity file was given, so power comes from the tool's default toggle rates.
