==> flow/design.v <==
module bBusSelect # (parameter BITS = 16, parameter OP_BITS = 5)(
    input [BITS-1:0] BOut,
    input [4:0] imm5,
    input [7:0] imm8,
    input [10:0] imm11,
    input [OP_BITS-1:0] opcode,
    output reg [BITS-1:0] BBus
);
    wire [2:0] MUXSel;
    assign MUXSel[0] = (&{opcode[4], !opcode[1], !opcode[0]}) ||
                       (&{opcode[4], opcode[3]}) ||
                       (&{opcode[1], opcode[3]}) ||
                       (&{opcode[3], !opcode[0]}) ||
                       (&{opcode[3], !opcode[2]});
     assign MUXSel[1] = (&{!opcode[3], opcode[2], !opcode[1], !opcode[0]}) ||
                        (&{!opcode[4], opcode[3], opcode[2], !opcode[1]}) ||
                        (&{opcode[4], !opcode[3], opcode[2]}) ||
                        (&{opcode[4], !opcode[3], !opcode[1]});
     assign MUXSel[2] = (&{opcode[4], opcode[3]}) ||
                        (&{!opcode[4], opcode[2], !opcode[1], !opcode[0]}) ||
                        (&{opcode[4], !opcode[2], opcode[1]});
     wire [15:0] signex_imm5;
     wire [15:0] signex_imm8;
     wire [15:0] signex_imm11;
     assign signex_imm5 = {imm5[4], imm5[4], imm5[4], imm5[4], imm5[4], imm5[4], imm5[4], imm5[4],
                           imm5[4], imm5[4], imm5[4], imm5};
     assign signex_imm8 = {imm8[7], imm8[7], imm8[7], imm8[7], imm8[7], imm8[7], imm8[7], imm8[7], imm8};                      
     assign signex_imm11 = {imm11[10], imm11[10], imm11[10], imm11[10], imm11[10], imm11};
     always @ * begin
        case(MUXSel)
            3'b000: BBus = BOut;
            3'b001: BBus = signex_imm5;
            3'b010: BBus = signex_imm8;
            3'b011: BBus = {5'b00000, imm11};
            3'b100: BBus = {5'b11111, imm11};
            3'b101: BBus = signex_imm11;
            3'b110: BBus = 0;
            3'b111: BBus = 0;
        endcase
     end
endmodule
==> flow/run.sh <==
#!/bin/bash
# OpenROAD 26Q1-2900-gdf79404cd8, Yosys 0.63+post, stock flow scripts
make -C /OpenROAD-flow-scripts/flow DESIGN_CONFIG=/design/flow/config.mk WORK_HOME=/design/flow/orfs finish
==> flow/config.mk <==
export PLATFORM = sky130hd
export DESIGN_NAME = bBusSelect
export DESIGN_NICKNAME = bBusSelect
export VERILOG_FILES = /design/flow/design.v
export SDC_FILE = /design/flow/constraint.sdc
export NUM_CORES = 4
export LEC_CHECK = 1
export CORE_AREA = 10 10 70 70
export DIE_AREA = 0 0 80 80
==> flow/constraint.sdc <==
current_design bBusSelect

set clk_period 5.5
set clk_io_pct 0.2

create_clock -name clk0 -period $clk_period

set non_clock_inputs [all_inputs -no_clocks]
set_input_delay [expr $clk_period * $clk_io_pct] -clock clk0 $non_clock_inputs
set_output_delay [expr $clk_period * $clk_io_pct] -clock clk0 [all_outputs]
==> qor.csv <==
stage,metric,value,unit
run_status,status,"finished, final reports clean",
grt,largest net degree at the start of global routing,12,
sta,Worst Tran Pin Value,0.416,ns
setup_path,worst setup path startpoint,opcode[2],
clocking,# Post-CTS Setup Buffers,0,
setup_path,CP max-delay cell,clkdlybuf4s50_1,
pwr,Leak Pwr,0.000431,µW
pwr,Max VDD drop,0.0000297,V
drt,WL final,2560,µm
pwr,Flop pwr share,0,%
setup_path,Setup crit end,BBus[6],
synth,top cells by area,"nand2_1, a31oi_1, nor2_1, a21o_1, a32oi_4",
setup_path,startpoint types,input pin,
synth,Post-synth seq share,0,%
finish,Seq. cell area,0,µm²
synth,Dominant cell area share,13.5,%
floorplanning,Vert. Die Dim,80,µm
pwr,internal power,66.9,µW
pwr,Logic pwr share,100.0,%
sta,"Min Clock Period, post-route",4.22,ns
flow_run,Tool Warnings,32,
setup_path,largest fanout on the critical path,11,
floorplanning,FP Util,13.8,%
setup_path,worst setup path class,input pin to primary output,
synth,Mean Syn Cell Area,6.22,µm²
finish,Seq cells,0,
drt,mean routed wirelength per cell,14.1,µm
sta,max_slew headroom,72.2,%
sta,Final TNS setup,0,ns
drt,Remaining DRCs,0,
drt,Avg Vias per Cell,4.27,
setup_path,CP max stage delay,0.53,ns
sta,unrepaired setup endpoints after global routing,false,
drt,First DRT Iteration DRCs,18,
clocking,cts hold-fix bufs,0,
pwr,P_sw,29.7,µW
grt,total gr overflow,0,
sta,fmax,237,MHz
setup_path,"Req. time, crit path",4.40,ns
finish,final core utilization,33.1,%
grt,vias in the first global route,782,
place,port bufs,61,
finish,Top cells excl fill/tap,"clkdlybuf4s50_1, nand2_1, nor2_1, a31oi_1",
synth,synthesized area,473,µm²
floorplanning,row cnt,21,
drt,router iterations before antenna repair,4,
pwr,clock group share of total power,0,%
finish,dominant logic cell type in the layout,clkdlybuf4s50_1,
floorplanning,IO Pins,61,
floorplanning,Chip Width,80,µm
clocking,CTS resizes,0,
setup_path,CP Cell Sequence,clkdlybuf4s50_1 -> or3b_4 -> nand2_1 -> nor2_1 -> a31oi_1 -> clkdlybuf4s50_1,
finish,P&R area growth vs syn,139,%
drt,antenna diode count,0,
place,routability cong.,0.776,
worst_hold_path,worst hold-check path type,input pin to primary output,
setup_path,CP bufs+invs,2,
place,placed instance area,1130,µm²
grt,initial antenna violation count,0,
floorplanning,total core area,3420,µm²
synth,Post-Synthesis Cells,76,
synth,Synthesis Warnings,1,
flow_run,max-cap violations,0,
setup_path,CP endpoint kind,primary output,
finish,clk_buf instances,0,
finish,proportion of layout cells with a drive suffix above 1,5.93,%
pwr,Pwr per Cell Area,85.4,nW/µm²
synth,yosys cell count,76,
pwr,Sw Ratio,30.8,%
synth,yosys stat chip area,473,µm²
sta,"Slew Viols, Final",0,
grt,total track usage,7.09,%
synth,cell type with the largest total area,nand2_1,
drt,Routed Antenna Nets,0,
floorplanning,die area,6400,µm²
setup_path,CP dominant cell by count,clkdlybuf4s50_1,
place,DP Wirelength,2210,µm
setup_path,CP Data Arrival Time,3.12,ns
sta,final setup vio count,0,
finish,FILL cells,370,
sta,final hold violations,0,
grt,first-pass GRT wire length,3790,µm
sta,period utilization,76.7,%
finish,Final Cell Area,1130,µm²
setup_path,Crit path depth,6,
drt,DR vias,773,
synth,Yosys cell types,24,
setup_path,"CP delay by family, top",buffers and inverters,
-- per-layer routing --
| layer | GRT usage [%] | wire length (µm) | up-vias |
|---|---|---|---|
| met5 | 0 | 0 | - |
| met4 | 0 | 0 | 0 |
| met3 | 2.61 | 285 | 0 |
| met2 | 10.4 | 1030 | 42 |
| met1 | 10.2 | 1250 | 332 |
| li1 | - | - | 399 |
-- cells by family after synthesis --
family                 count (synthesis)  share of synthesized area [%]
AND/OR/NAND/NOR                       40                           39.9
AND-OR/OR-AND                         30                           52.4
buffers and inverters                  5                           5.29
multiplexers                           1                           2.38
-- power groups by stage --
| stage | Clock [µW] | Combinational, µW | Sequential (µW) |
|---|---|---|---|
| after CTS | 0 | 98.4 | 0 |
| after global routing | 0 | 105 | 0 |
| final | 0 | 96.6 | 0 |
-- stage by stage --
step	worst slack (ns)	hold slack, ns	cells	total power, µW
final	1.28	3.10	181	96.6
after global routing	1.16	3.15	181	105
after CTS	1.27	3.12	181	98.4
after detailed placement	1.28	3.12	181	97.8
after global placement	1.29	3.13	181	97.2
after floorplan	2.41	2.26	76	29.3
-- how the worst min path moves through the flow --
stage	endpoint	slack, ns	start	depth (start not counted)
5_1_grt	BBus[4]	3.15	imm8[4]	4
4_1_cts	BBus[9]	3.12	imm11[9]	4
6_report	BBus[9]	3.10	imm11[9]	4
-- synth_stat cells, types with 2 or more instances --
cell type	number
a31oi_1	10
nand2_1	17
inv_1	2
nor2_1	13
a32oi_1	2
and2_1	3
a21oi_1	5
o21ai_0	2
nor2b_1	3
a21o_1	5
-- area by class of cell --
type               instances  area, µm²  area share [%]
inverters                  2       7.51           0.664
repair buffers            62        618            54.6
well taps                 46       57.6            5.09
multi-input cells         71        448            39.6
Power figures rest on the tool's default switching activity, not on a simulated workload.
