==> ./design.v <==
`timescale 1ns / 1ps
module branch_control # (parameter BITS = 16, parameter OP_BITS = 5)(
    input [BITS-1:0] currPC,
    input [15:0] imm,
    input pcSel,
    input [OP_BITS-1:0] opcode,
    input [BITS-1:0] aBus,
    output reg [BITS-1:0] nextPC
    );
    reg temp;
    reg [BITS-1:0] x_nextPC;
    always @ * begin
        case(pcSel)
        1'b0: x_nextPC = currPC + 1;  
        1'b1: x_nextPC = currPC + imm;  
        endcase
    end
    wire muxSel;
    assign muxSel = (opcode == 5'b11111) ||
                    (opcode == 5'b01101) ||
                    (opcode == 5'b00100);
    always @ * begin
        case(muxSel)
            1'b0: nextPC = x_nextPC;
            1'b1: nextPC = aBus;
        endcase
    end
endmodule
==> ./run.sh <==
#!/bin/bash
# OpenROAD 26Q1-2900-gdf79404cd8, Yosys 0.63+post, stock flow scripts
make -C /OpenROAD-flow-scripts/flow DESIGN_CONFIG=/design/flow/config.mk WORK_HOME=/design/flow/orfs finish
==> ./config.mk <==
export PLATFORM = sky130hd
export DESIGN_NAME = branch_control
export DESIGN_NICKNAME = branch_control
export VERILOG_FILES = /design/flow/design.v
export SDC_FILE = /design/flow/constraint.sdc
export NUM_CORES = 4
export LEC_CHECK = 1
export CORE_AREA = 10 10 75 75
export DIE_AREA = 0 0 85 85
==> ./constraint.sdc <==
current_design branch_control

set clk_period 6.9
set clk_io_pct 0.2

create_clock -name clk0 -period $clk_period

set non_clock_inputs [all_inputs -no_clocks]
set_input_delay [expr $clk_period * $clk_io_pct] -clock clk0 $non_clock_inputs
set_output_delay [expr $clk_period * $clk_io_pct] -clock clk0 [all_outputs]
==> changes_impl.md <==
## Flow update

* Pre-Place Util at 0.2581
* Number of nets with antenna violations after routing at 0
* Worst-Margin Slew at 0.4310 ns
* Chip area estimate from yosys synthesis at 1047 um2
* Final worst-path cycle share at 0.8589
* Filler cell count at 426
* Number of antenna violations at the first check in global routing at 0
* Unrepaired setup endpoints after global routing: no
* Reported max-cap violation count at 0
* Critical path peak fanout at 16
* Maximum number of pins on one net before global-route repair at 33
* Warnings from Yosys at 1
* Clock buffer cells at 0
* Total Die Area at 7225 um2
* Final count of negative-setup-slack endpoints at 0
* Routed via count divided by cell count at 4.652
* Tool Warnings at 32
* Tmin final at 5.927 ns
* Final-report hold violation count at 0
* Highest-delay cell along the critical path: clkdlybuf4s50_1
* Total global routing overflow at 0
* Number of port buffers at 70
* Fraction of layout cells with a size suffix above 1 at 0.03738
* Sum of routed wire length over all layers at 3.585 mm
* Leakage power at 0.7149 nW
* Setup repair bufs after CTS at 0
* Most common cell in the netlist: a21oi_1
* Flop Count at 0
* Critical Path Start Type: primary input
* First drt pass iteration count at 4
* # hold bufs at CTS at 0
* Multi-input combinational cell area at 992.2 um2
* Cells resized by post-CTS repair at 0
* Top Ports at 70
* Kind of capture point of the worst setup path: output pin
* Cells after synthesis at 148
* Sequential cell area fraction in the yosys report at 0
* Slew margin rel. at 0.7118
* Chain of cells forming the critical path: clkdlybuf4s50_1 -> nand2b_1 -> ha_1 -> fa_1 -> a211o_1 -> a211oi_2 -> nor4_2 -> nor3_1 -> xor2_1 -> a21oi_1 -> clkdlybuf4s50_1
* Peak supply drop at 25.66 uV
* Die extent in x at 85 um
* Crit path buf inv count at 2
* Crit path largest cell delay at 0.73 ns
* Critical path's most frequent cell: clkdlybuf4s50_1
* Via count of the first global-routing pass at 1245
* Most numerous cell types in the synthesized netlist: a21oi_1, nor2_1, ha_1, and2_1, nand2_1
* Worst Path Required at 5.52 ns
* Top cell type by total area after synthesis: ha_1
* Number of distinct library cells after synthesis at 38
* Core Area at 4058 um2
* Synthesis-to-finish area growth at 69.06%
* Synth area leaders: ha_1, a21oi_1, and2_1, xnor2_1, xor2_1
* Total Power Consumption at 0.0001508 W
* Mean routed wirelength per cell at 13.58 um
* Yosys stat cell total at 148
* Worst setup margin at 0.9733 ns
* Global-route wire length before repair at 5.982 mm
* Die Ht at 85 um
* Setup slack after placement at 0.9038 ns
* Synthesized area divided by synthesized cell count at 7.076 um2
* Power Dens Cells at 85.19 nW/um2
* Number of rows created at floorplan at 23
* Total negative setup slack at 0 ns
* Total DRC errors in the routed layout at 0
* Critical path's top delay family: buffers and inverters
* Result of the run: finished clean
* Aggregate global-route resource usage at 0.09354
* Fraction of post-synthesis cell area in the top cell type by area at 0.1792
* Classification of the worst setup path: in2out
* Post-DP HPWL at 3.159 mm
* Number of pins exceeding their max-slew limit in the final report at 0
* Worst EP arrival at 4.55 ns
* Sequential standard cell area at 0 um2
* Via total after detailed routing at 1228
* FMAX at 168.7 MHz
* Number of DRC markers after the initial detailed-route iteration at 38
* Gp weighted congestion at 0.9458
* Cell area after synthesis at 1047 um2
* Type of the worst min-delay path: in2out
* Antenna diode instance count at 0
through the flow:
step | util | cell area, um2 | hold slack [ns] | std cells
after floorplan | - | 1047 | 2.834 | 148
after global placement | 0.4363 | 1770 | 3.692 | 264
after detailed placement | 0.4363 | 1770 | 3.698 | 264
final | 0.4363 | 1770 | 3.696 | 264
after global routing | 0.4363 | 1770 | 3.726 | 264
after CTS | 0.4363 | 1770 | 3.705 | 264
power by group:
| part | leakage [nW] | switching, W | internal [W] |
|---|---|---|---|
| clock network | 0 | 0 | 0 |
| registers | 0 | 0 | 0 |
| logic | 0.715 | 0.0000543 | 0.0000965 |
cell usage in the layout, fill, tap and decap left out, drive strengths merged, types with 2 or more instances in the layout:
cell type,instances
inv,2
and2,15
o21a,2
xor2,7
o21ai,9
o21bai,2
nand4,2
nand2b,2
o31ai,2
nor3,2
a21oi,26
a21o,3
nor2,16
a211oi,2
mux2,3
xnor2,8
clkdlybuf4s50,70
o211ai,2
nand3,3
ha,15
nand2,9
path summary, 6_finish.rpt:
| kind | to | cells after the start | slack, ns | from |
|---|---|---|---|---|
| max | nextPC[12] | 11 | 0.97 | pcSel |
| min | nextPC[9] | 4 | 3.70 | aBus[9] |
area by class of cell:
type,instances,area share
inverters,2,0.004240
repair buffers,71,0.4000
well taps,50,0.03534
multi-input cells,141,0.5604
per-layer routing:
metal	global-route usage	share of wire	vias to the layer above
li1	-	-	673
met1	0.1354	0.48	514
met4	0	0	0
met5	0	0	-
met3	0.02408	0.087	0
met2	0.1437	0.43	41
tightest hold or removal path: stages:
cell and delay, ns:
clkdlybuf4s50_1 0.40, nor2_1 0.10, a21oi_1 0.04, clkdlybuf4s50_1 0.40
cell families after synthesis:
logic type               synth area share
multiplexers                      0.03226
AND/OR/NAND/NOR                    0.2736
XOR/XNOR                           0.1255
buffers and inverters             0.05257
AND-OR/OR-AND                      0.3178
adder cells (fa/ha/maj)            0.1983
Power is estimated from default activity; no workload was simulated.
